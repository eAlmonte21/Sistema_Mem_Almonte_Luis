===== ./design.v =====
module MUX
#(
	parameter DATA_WIDTH = 32
 )
(
	 input  [DATA_WIDTH-1:0] 	  x, y,
    input  								sel,
    output [DATA_WIDTH-1:0] Data_out
);
	 assign Data_out = sel ? x:y;
endmodule
module Memory_System
#(
		parameter MEMORY_DEPTH = 64,
		parameter DATA_WIDTH = 32
)
(
		input Write_Enable_i, clk,
		input [DATA_WIDTH-1:0] Write_Data,
		input [DATA_WIDTH-1:0] Address_i,
		output [DATA_WIDTH-1:0] Instruction_o
);
		wire [DATA_WIDTH-1:0] ROM_out;
		wire [DATA_WIDTH-1:0] RAM_out;
		wire [DATA_WIDTH-1:0] out;
		reg [(DATA_WIDTH-1):0] value = 32'h1000_0000 ;
		assign out = (Address_i < value) ?  1 : 0;
		ROM_32 data_mem (.Address_i(Address_i), .Instruction_o(ROM_out));
		RAM_32 program_mem (.Write_en(Write_Enable_i), .Write_Data(Write_Data), .Address_i(Address_i), .Read_Data(RAM_out), .clk(clk));
		MUX UUT (.sel(out), .Data_out(Instruction_o), .x(ROM_out), .y(RAM_out));
endmodule 
module Memory_System_Wrapper
#(
		parameter MEMORY_DEPTH = 64,
		parameter DATA_WIDTH = 32
)
(
		input Write_Enable_i, clk,
		input [DATA_WIDTH-1:0] Write_Data,
		input [DATA_WIDTH-1:0] Address_i,
		output [DATA_WIDTH-1:0] Instruction_o
);
	Memory_System wrp (.Write_Data(Write_Data), .Address_i(Address_i), .Instruction_o(Instruction_o), .Write_Enable_i(Write_Enable_i), .clk(clk));
endmodule 
module RAM_32
#(	
	parameter MEMORY_DEPTH = 64,
   parameter DATA_WIDTH = 32
)
( 
	input 	[DATA_WIDTH-1:0]   Write_Data,
	input 	[DATA_WIDTH-1:0]   Address_i,
	input 					   Write_en, clk,
	output	[DATA_WIDTH-1:0]   Read_Data
);
	reg [DATA_WIDTH-1:0] RAM [MEMORY_DEPTH-1:0];
	reg  [DATA_WIDTH-1:0] value = 32'h10010000;
	always @ (posedge clk)
	begin
		if (Write_en)
			RAM[(Address_i-value)>>2] = Write_Data;
	end
  	assign Read_Data = RAM[(Address_i-value)>>2];
endmodule
module ROM_32 
#(
		parameter MEMORY_DEPTH = 64,
		parameter DATA_WIDTH = 32
)
(
	input [DATA_WIDTH-1:0] Address_i,
	output reg [DATA_WIDTH-1:0] Instruction_o
);
	reg [DATA_WIDTH-1:0] ROM [MEMORY_DEPTH-1:0];
	reg signed [DATA_WIDTH-1:0] value = 32'h400000;
	initial
	begin
		$readmemh("text.dat", ROM);
	end
	always @ (Address_i)
	begin
		Instruction_o = ROM[(Address_i-value)>>2];
	end
endmodule 

===== ./run.sh =====
#!/bin/bash
# OpenROAD 26Q1-2900-gdf79404cd8, Yosys 0.63+post, stock flow scripts
make -C /OpenROAD-flow-scripts/flow DESIGN_CONFIG=/design/flow/config.mk WORK_HOME=/design/flow/orfs finish

===== ./config.mk =====
export PLATFORM = sky130hd
export DESIGN_NAME = Memory_System_Wrapper
export DESIGN_NICKNAME = Memory_System_Wrapper
export VERILOG_FILES = /design/flow/design.v
export SDC_FILE = /design/flow/constraint.sdc
export NUM_CORES = 4
export LEC_CHECK = 1
export CORE_UTILIZATION = 40
export SYNTH_HDL_FRONTEND = slang

===== ./constraint.sdc =====
current_design Memory_System_Wrapper

set clk_period 39.9
set clk_io_pct 0.2

create_clock -name clk0 -period $clk_period [get_ports {clk}]

set non_clock_inputs [all_inputs -no_clocks]
set_input_delay [expr $clk_period * $clk_io_pct] -clock clk0 $non_clock_inputs
set_output_delay [expr $clk_period * $clk_io_pct] -clock clk0 [all_outputs]

==> impl_metrics.json <==
{
  "ys_chip_area_mm2": 0.0785,
  "largest_reg_flops": 2048,
  "synth_top_area_share_pct": 78.3,
  "final-setup-viol-count": 0,
  "startpoint_type": "input pin",
  "synthXorXnorAreaFrac_pct": 0.0223,
  "antenna_found_initial": 10,
  "cts_setup_buffers": 0,
  "ir_worst_vdd_mv": 0.0388,
  "edf_count": 2048,
  "drv_slew": 0,
  "timing.setup.tns_ps": 0,
  "first_iter_violations": 3298,
  "io_pins": 98,
  "cp_common_cell": "buf_4",
  "cts_inserted_buffers": 196,
  "die_w_um": 445,
  "cp.depth": 12,
  "ys_cells": 3982,
  "drive_gt1_share_pct": 21.3,
  "cts_root_buf": "clkbuf_16",
  "slowest_delay_ps": 680,
  "ys_ff": 2048,
  "synth_cells": 3982,
  "syn_to_final_growth_pct": 13.9,
  "cts_htree_levels": 4,
  "gp_congestion": 0.907,
  "final_hold_viol_count": 0,
  "cts_hold_buf": 0,
  "path_cells": "buf_8 -> buf_4 -> buf_4 -> nor2b_4 -> buf_4 -> buf_4 -> a221oi_1 -> a21oi_1 -> a221oi_1 -> o22ai_1 -> or4_1 -> clkdlybuf4s50_1",
  "vias": 41900,
  "num_rows": 162,
  "fin_crit_ps": 20770,
  "cp_num_buf_inv": 6,
  "p_total_mw": 4.36,
  "route.met2.wl_um": 110000,
  "fp_util_pct": 40.3,
  "grt_max_degree": 75,
  "slew_headroom_pct": 30.2,
  "cp_slowest_cell": "a221oi_1",
  "ys_sh_aoi_pct": 7.13,
  "cts_resized": 0,
  "drc_errors": 0,
  "wl_met1_um": 74100,
  "clockBufferDepth": 3,
  "first_global_vias": 44100,
  "hold_path_class": "input pin to register",
  "dp.cells": 6655,
  "status": "completed",
  "cts_tree": "done",
  "hpwl_um": 136000,
  "critical_path.top_delay_family": "buffers and inverters",
  "clock_sinks": 2048,
  "maxCapViolCount": 0,
  "tightest_slew_ps": 1040,
  "dieArea_mm2": 0.198,
  "synthAdderAreaFrac_pct": 0,
  "synth-async-reset-ratio_pct": 0,
  "worstPathMaxFanout": 43,
  "crit_type": "input pin to output port",
  "crit_required_ps": 31920,
  "max_freq_mhz": 48.1,
  "routed.top_layer": "met5",
  "die_height_um": 445,
  "grt.total_usage_pct": 26.9,
  "topCellsByArea": "edfxtp_1 78%, mux4_2 6.1%, mux2i_1 2.5%, a221oi_1 2.0%, mux2_2 1.7%",
  "yosys.area_share.simple_pct": 2.15,
  "final_antenna_net_count": 0,
  "grt_pass1_wl_um": 337000,
  "rsz0062_at_grt": "false",
  "core_area_mm2": 0.195,
  "worstPathArrival_ps": 12790,
  "final_cells": 7014,
  "mux_share_pct": 10.5,
  "yosysSeqAreaShare_pct": 78.3,
  "syn_area_per_cell_um2": 19.7,
  "grt_overflow": 0,
  "whs_path_depth": 1,
  "numPortBuffers": 95,
  "yosys.cell_types.count": 72,
  "ys_warn_count": 0,
  "leakagePower_nw": 27.9,
  "warnings": 28,
  "routedWlPerCell_um": 34.2,
  "min_period_over_period_pct": 52.1,
  "first_pass_iters": 8,
  "viasPerCell": 5.98,
  "ff_type": "edfxtp_1",
  "synthTopLogicFamily": "multiplexers",
  "worstSetupEndpointType": "output port",
  "netlist_area_mm2": 0.0785,
  "clk_pin_slew_worst_paths_ps": 60,
  "routed-wl-met3_um": 46900,
  "powerDensity_mw_per_mm2": 48.8,
  "synth_area_leader_cell": "edfxtp_1",
  "wirelength_um": 240000
}
[cell usage after synthesis, types with 5 or more instances]
master and n:
or4_1 8, o21a_1 5, mux2i_1 198, nor2_1 152, a22o_1 34, a221oi_1 177
mux4_1 6, o221ai_1 15, mux4_2 213, a222oi_1 11, o22ai_1 80, nand3_1 28
clkbuf_1 81, a2111oi_0 6, nand4_1 9, a31oi_1 27, buf_2 99, o22a_1 12
a211oi_1 12, nor3b_1 5, nand2_1 107, o2bb2ai_1 8, o21ai_0 70, edfxtp_1 2048
and3_1 6, a22oi_1 129, buf_4 42, buf_6 20, a221o_1 27, buf_1 16
a21oi_1 113, o211ai_1 5, nor3_1 17, mux2_2 117
[through the flow]
stage | utilization (%) | hold WS, ps | area (um^2) | setup slack (ps)
2_1_floorplan | - | 8080 | 78500 | 22170
4_1_cts | 45.8 | 7350 | 89400 | 19110
3_3_place_gp | 42.8 | 8250 | 83400 | 19140
6_report | 45.8 | 7380 | 89400 | 19130
3_5_place_dp | 42.8 | 8240 | 83400 | 19140
5_1_grt | 45.8 | 7360 | 89400 | 18960
[final cells by class]
cell class | count | area, um^2
diodes | 5 | 12.5
clock buffers | 252 | 5200
clock inverters | 102 | 746
fillers | 16200 | 106000
inverters | 5 | 26.3
multi-input cells | 1669 | 16200
flip-flops and latches | 2048 | 61500
well taps | 2624 | 3280
repair buffers | 309 | 2460
[path summary, 6_finish.rpt]
kind	start	endpoint	slack, ps
worst min-delay path	Write_Data[18]	wrp.program_mem.RAM[338]	7380
worst max-delay path	Address_i[3]	Instruction_o[13]	19130
[cell families after synthesis]
logic type / Yosys count
xor gates and xnor gates: 2
muxes: 534
buffers and inverters: 265
AOI/OAI and AO/OA: 761
and+or+nand+nor: 372
DFF: 2048
[where the power goes]
group,leakage [nW],switching (mW),total (mW),internal (mW)
clock,2.90,0.785,1.75,0.969
sequential,18.4,0.000000000611,2.37,2.37
combinational,6.56,0.169,0.244,0.0757
total,27.9,0.954,4.36,3.41
[metal layers]
layer / track usage (%) / vias up
met5: 2.34 / -
met4: 7.36 / 22
met3: 23.0 / 493
met2: 38.1 / 3072
met1: 30.8 / 21100
li1: - / 17200
[layout by cell type (no fill, tap or decap), types with 10 or more instances in the layout]
cell	netlist	routed
o22a_1	12	12
a221o_1	27	27
nor3_1	17	14
clkinv_1	0	52
nand2_1	107	107
nor2_1	152	83
clkbuf_1	81	52
a221oi_1	177	177
a222oi_1	11	11
mux2_2	117	117
a22oi_1	129	129
nand3_1	28	27
a22o_1	34	34
edfxtp_1	2048	2048
inv_6	0	10
o21ai_0	70	70
mux4_2	213	213
buf_4	42	210
clkbuf_16	0	200
mux2i_1	198	198
a31oi_1	27	27
a211oi_1	12	12
clkinv_2	0	26
a21oi_1	113	113
clkdlybuf4s50_1	0	60
nor2_4	0	69
o221ai_1	15	15
buf_2	99	32
o22ai_1	80	80
Power and IR drop assume default switching activity.
